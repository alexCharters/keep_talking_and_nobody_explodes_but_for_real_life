**./design.v**
```verilog
module lfsr_rng
   #(parameter BITS = 11)
   (
    input             clk,
    input             rst_n,
    output reg [BITS-1:0] data
    );
   wire [BITS-1:0] data_next;
	initial begin
		data <= 5'h1f;
	end
   assign data_next = {(data[BITS-1]^data[2]), data[BITS-1:1]};
   always @(posedge clk or negedge rst_n) begin
      if(!rst_n)
         data <= 5'h1f;
      else
         data <= data_next;
   end
endmodule
```
**./run.sh**
```bash
#!/bin/bash
# OpenROAD 26Q1-2900-gdf79404cd8, Yosys 0.63+post, stock flow scripts
make -C /OpenROAD-flow-scripts/flow DESIGN_CONFIG=/design/flow/config.mk WORK_HOME=/design/flow/orfs finish
```
**./config.mk**
```make
export PLATFORM = sky130hd
export DESIGN_NAME = lfsr_rng
export DESIGN_NICKNAME = lfsr_rng
export VERILOG_FILES = /design/flow/design.v
export SDC_FILE = /design/flow/constraint.sdc
export NUM_CORES = 4
export LEC_CHECK = 1
export CORE_AREA = 10 10 70 70
export DIE_AREA = 0 0 80 80
```
**./constraint.sdc**
```tcl
current_design lfsr_rng

set clk_period 1.0
set clk_io_pct 0.2

create_clock -name clk0 -period $clk_period [get_ports {clk}]

set non_clock_inputs [all_inputs -no_clocks]
set_input_delay [expr $clk_period * $clk_io_pct] -clock clk0 $non_clock_inputs
set_output_delay [expr $clk_period * $clk_io_pct] -clock clk0 [all_outputs]
```
==> results.py <==
# Metrics from the implementation run
metrics = {
    "global_route": {
        "use_met2": 0.02488,
        "grt_max_degree": 12,
        "grt_antenna_before_repair": 0,
        "grt_first_pass_wirelength_um": 1117,
        "grt_usage": 0.02384,
        "grtUsageMet1": 0.03074,
        "grt_overflow": 0,
        "use_met3": 0.02841,
        "busiest_layer": "met1",
        "first_global_vias": 192,
    },
    "clock_tree": {
        "cts_inserted_buffers": 3,
        "cts_max_path_buffers": 2,
        "htree_num_levels": 1,
        "clock_latency_ns": 0.26,
        "cts_tree": "done",
        "path_clk_slew_ns": 0.07,
        "clockRootBuffer": "clkbuf_4",
        "cts_num_sinks": 11,
    },
    "detailed_routing": {
        "drt_wl_total_um": 655,
        "ant_nets": 0,
        "post_drt_via_cell_ratio": 2.090,
        "vias": 163,
        "post_drt_wl_per_cell_um": 8.397,
        "num_antenna_cells": 0,
        "route.detailed.drc": 0,
        "dr.pass1.iters": 2,
        "drtIter0Drc": 5,
    },
    "die": {
        "die_height_um": 80,
        "dieArea_um2": 6400,
        "io_pins": 13,
        "initCoreUtil": 0.1070,
        "die_w_um": 80,
        "num_rows": 21,
        "core_um2": 3416,
    },
    "final_timing": {
        "fin_crit_ns": 1.083,
        "clock_skew_ns": 0.006695,
        "drv_slew": 0,
        "hold_viol": 0,
        "period_used_share": 1.083,
        "worstMarginPinSlew_ns": 0.1233,
        "fmax_mhz": 923.1,
        "relSlewSlack": 0.9175,
        "rsz0062_at_grt": "true",
        "whs_ns": 0.2623,
        "setup_viol_count_final": 5,
        "setup_slack_ns": -0.08336,
    },
    "critical_path": {
        "rr_worst_depth": 2,
        "r2r_slack_ns": 0.17,
        "path_buffers": 1,
        "cp_slowest_stage_delay_ns": 0.53,
        "path_delay_family": "flip-flops",
        "startpoint_type": "register",
        "cp.arrival_ns": 0.88,
        "path_cells": "buf_2",
        "critPathSlowestCell": "dfstp_2",
        "cp.required_ns": 0.80,
        "r2r-start": "data[2]$_DFF_PN1_",
        "end_kind": "output pin",
        "critical_path_class": "reg -> out",
        "path_max_fanout": 2,
        "worstReg2RegEnd": "data[10]$_DFF_PN0_",
    },
    "logic_synthesis": {
        "yosysWarnings": 1,
        "yosysTopAreaCell": "dfrtp_1",
        "ys_types": 4,
        "top_cells_by_area": "dfrtp_1 (41%), dfstp_2 (36%), buf_4 (21%)",
        "yosysChipArea_um2": 365.4,
        "ys_ff": 11,
        "synthDominantCellAreaShare": 0.4110,
        "syn_area_per_cell_um2": 16.61,
        "syn-cell-area_um2": 365.4,
        "ys_seq_share": 0.7705,
        "synthCells": 22,
        "ys_cells": 22,
    },
    "power_and_ir_drop": {
        "fin_total_pwr_uw": 756.5,
        "vdd_drop_max_v": 0.0007037,
        "p_leak_uw": 0.0002512,
        "p_per_area_nw_per_um2": 1570,
    },
    "final_layout": {
        "largest_reg_flops": 11,
        "drive_gt1_frac": 0.7188,
        "lay_top_cells": "buf_2 (11), dfrtp_1 (6), dfstp_2 (5)",
        "largestRegisters": "data x11",
        "top_register": "data",
        "area_growth_pct": 31.85,
        "final_layout_top_logic_cell": "buf_2",
    },
    "status": {
        "violations": "setup timing",
        "outcome": "complete, but fails checks",
    },
    "run": {
        "maxCapViolations": 0,
        "warnings": 27,
    },
    "placed_design": {
        "gp_congestion": 0.6924,
        "io_buffers": 12,
    },
    "min_path": {
        "hp-class": "in -> async",
    },
}
[kinds of logic (layout without fill, tap and decap cells)]
group / after synthesis / count (layout) / share of synthesized area
XOR/XNOR: 1 / 1 / 0.02398
buffers and inverters: 10 / 20 / 0.2055
flip-flops: 11 / 11 / 0.7705
[worst max path at each step]
stage / from / endpoint / slack [ns] / depth (start not counted)
after CTS: data[1]$_DFF_PN1_ / data[1] / -0.10 / 1
after global routing: data[2]$_DFF_PN1_ / data[2] / -0.13 / 1
final: data[1]$_DFF_PN1_ / data[1] / -0.08 / 1
[through the flow]
step	TNS [ns]	cells	instance area (um^2)	worst slack [ns]	utilization
after global routing	-0.6355	78	481.7	-0.1255	0.1410
final	-0.3514	78	481.7	-0.08336	0.1410
after detailed placement	-0.9506	72	495.5	-0.1976	0.1451
after global placement	-0.9611	72	495.5	-0.1990	0.1451
after CTS	-0.4353	78	481.7	-0.1016	0.1410
after floorplan	0	22	365.4	0.1923	-
[repair_timing]
item                       4_1_cts  5_1_grt
setup buffers                    2        0
setup endpoints to repair       11        8
hold buffers                     0        0
gates resized                   34        0
pin swaps                        0        0
[synth_stat cells]
cell type,count
buf_4,10
dfrtp_1,6
dfstp_2,5
xor2_1,1
[cell type report]
class | count | area [um^2]
flip-flops and latches | 11 | 281.5
clock buffers | 4 | 26.28
multi-input cells | 1 | 8.758
repair buffers | 16 | 107.6
well taps | 46 | 57.56
fillers | 396 | 2934
[where the power goes]
group	total [uW]	switching (uW)	internal, uW
combinational	20.7	9.47	11.2
sequential	446	0	446
clock	290	136	154
total	757	145	611
[layer usage]
metal / vias to the layer above / share of wire
met5: - / 0
met4: 0 / 0
met3: 0 / 0.21
met2: 14 / 0.29
met1: 71 / 0.49
li1: 78 / -
No activity file was given, so power comes from the tool's default toggle rates.
